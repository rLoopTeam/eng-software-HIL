`run.sh`:
```
#!/bin/bash
# OpenROAD 26Q1-2900-gdf79404cd8, Yosys 0.63+post, stock flow scripts
make -C /OpenROAD-flow-scripts/flow DESIGN_CONFIG=/design/flow/config.mk WORK_HOME=/design/flow/orfs finish
```
`config.mk`:
```
export PLATFORM = sky130hd
export DESIGN_NAME = bin2dec64Bit
export DESIGN_NICKNAME = bin2dec64Bit
export VERILOG_FILES = /design/flow/design.v
export SDC_FILE = /design/flow/constraint.sdc
export NUM_CORES = 4
export LEC_CHECK = 1
export CORE_UTILIZATION = 40
```
`constraint.sdc`:
```
current_design bin2dec64Bit

set clk_period 13.0
set clk_io_pct 0.2

create_clock -name clk0 -period $clk_period [get_ports {clk}]

set non_clock_inputs [all_inputs -no_clocks]
set_input_delay [expr $clk_period * $clk_io_pct] -clock clk0 $non_clock_inputs
set_output_delay [expr $clk_period * $clk_io_pct] -clock clk0 [all_outputs]
```
`design.v`:
```
`timescale 1ns / 1ps
module bin2dec64Bit(
    input [63:0] inputValue,
    input clk,
	 output reg [5:0] char14,
	 output reg [5:0] char13,
	 output reg [5:0] char12,
	 output reg [5:0] char11,
    output reg [5:0] char10,
    output reg [5:0] char9,
    output reg [5:0] char8,
    output reg [5:0] char7,
    output reg [5:0] char6,
    output reg [5:0] char5,
    output reg [5:0] char4,
    output reg [5:0] char3,
    output reg [5:0] char2,
    output reg [5:0] char1
    );
		reg[7:0]state = 0;
		reg [5:0] tempChar14;
		reg [5:0] tempChar13;
		reg [5:0] tempChar12;
		reg [5:0] tempChar11;
		reg [5:0] tempChar10;
		reg [5:0] tempChar9;
		reg [5:0] tempChar8;
		reg [5:0] tempChar7;
		reg [5:0] tempChar6;
		reg [5:0] tempChar5;
		reg [5:0] tempChar4;
		reg [5:0] tempChar3;
		reg [5:0] tempChar2;
		reg [5:0] tempChar1;
		reg [63:0] workingReg;
		always@(posedge clk)
		begin
			case(state)
				0:begin tempChar14 <= 0; tempChar13 <= 0; tempChar12 <= 0; tempChar11 <= 0; 
				tempChar10 <= 0; tempChar9 <= 0; tempChar8 <= 0; tempChar7 <= 0; tempChar6 <= 0; 
				tempChar5 <= 0; tempChar4 <= 0; tempChar3 <= 0; tempChar2 <= 0; tempChar1 <= 0; 
				workingReg <= inputValue;
				state<=1;
				end
				1:begin
					if(workingReg >= 10000000000000) begin tempChar14 <= tempChar14 + 1; workingReg <= workingReg - 10000000000000; end
					else begin state <= state+1; end
				end
				2:begin
					if(workingReg >= 1000000000000) begin tempChar13 <= tempChar13 + 1; workingReg <= workingReg - 1000000000000; end
					else begin state <= state+1; end
				end
				3:begin
					if(workingReg >= 100000000000) begin tempChar12 <= tempChar12 + 1; workingReg <= workingReg - 100000000000; end
					else begin state <= state+1; end
				end
				4:begin
					if(workingReg >= 10000000000) begin tempChar11 <= tempChar11 + 1; workingReg <= workingReg - 10000000000; end
					else begin state <= state+1; end
				end
				5:begin
					if(workingReg >= 1000000000) begin tempChar10 <= tempChar10 + 1; workingReg <= workingReg - 1000000000; end
					else begin state <= state+1; end
				end
				6:begin
					if(workingReg >= 100000000) begin tempChar9 <= tempChar9 + 1; workingReg <= workingReg - 100000000; end
					else begin state <= state+1; end
				end
				7:begin
					if(workingReg >= 10000000) begin tempChar8 <= tempChar8 + 1; workingReg <= workingReg - 10000000; end
					else begin state <= state+1; end
				end
				8:begin
					if(workingReg >= 1000000) begin tempChar7 <= tempChar7 + 1; workingReg <= workingReg - 1000000; end
					else begin state <= state+1; end
				end
				9:begin
					if(workingReg >= 100000) begin tempChar6 <= tempChar6 + 1; workingReg <= workingReg - 100000; end
					else begin state <= state+1; end
				end
				10:begin
					if(workingReg >= 10000) begin tempChar5 <= tempChar5 + 1; workingReg <= workingReg - 10000; end
					else begin state <= state+1; end
				end
				11:begin
					if(workingReg >= 1000) begin tempChar4 <= tempChar4 + 1; workingReg <= workingReg - 1000; end
					else begin state <= state+1; end
				end
				12:begin
					if(workingReg >= 100) begin tempChar3 <= tempChar3 + 1; workingReg <= workingReg - 100; end
					else begin state <= state+1; end
				end
				13:begin
					if(workingReg >= 10) begin tempChar2 <= tempChar2 + 1; workingReg <= workingReg - 10; end
					else begin state <= state+1; end
				end
				14:begin
					if(workingReg >= 1) begin tempChar1 <= tempChar1 + 1; workingReg <= workingReg - 1; end
					else begin state <= state+1; end
				end
				15:begin
					char1 <= tempChar1+6'd48;
					char2 <= tempChar2+6'd48;
					char3 <= tempChar3+6'd48;
					char4 <= tempChar4+6'd48;
					char5 <= tempChar5+6'd48;
					char6 <= tempChar6+6'd48;
					char7 <= tempChar7+6'd48;
					char8 <= tempChar8+6'd48;
					char9 <= tempChar9+6'd48;
					char10 <= tempChar10+6'd48;
					char11 <= tempChar11+6'd48;
					char12 <= tempChar12+6'd48;
					char13 <= tempChar13+6'd48;
					char14 <= tempChar14+6'd48;
					state<=0;
					end
			endcase
		end
endmodule
```
==> impl_metrics.csv <==
group,metric,value,unit
floorplanning,floorplan.die.height,264,um
clock_network,cts_tree,"yes",
clock_network,clk_transition_reported_paths,60,ps
cells_and_area,post_route_cells_drive_above_1_share,9.87,%
route,maxUsedRoutingLayer,"met5",
timing,timing.final.max_slew_violations,5,
yosys,synth_simple_gate_area_share,29.0,%
timing,skew,111,ps
pwr,irDropWorstVdd,0.130,mV
yosys,synth.yosys.warnings,1,
yosys,post_synth_ao_oa_area_fraction,30.8,%
floorplanning,effective_utilization_at_floorplan,40.6,%
timing,fin_crit_sh,45.6,%
yosys,postSynthCellCount,3707,
yosys,yosys_most_used_dff,"sky130_fd_sc_hd__edfxtp_1",
route,drt_first_pass_iters,9,
clock_network,cts.root.buffer_cell,"sky130_fd_sc_hd__clkbuf_16",
route,drc_errors,0,
global_routing,gr-usage-all-layers,56.3,%
cells_and_area,biggestRegsByFlops,"workingReg: 64 flops, state: 8 flops",
route,vias_per_cell,7.74,
pwr,p_leak,10.5,nW
timing,actual_slew_at_the_worst_max_slew_pin,1580,ps
pwr,p_per_area,56.0,nW/um^2
cells_and_area,max_flop_register,"workingReg",
global_routing,overflow,0,
yosys,ys_ff,240,
cells_and_area,max_ffs_per_register,64,
clock_network,holdBufCountCts,0,
floorplanning,core_area,67500,um^2
clock_network,cts_max_level,1,
yosys,yosys_cells,3707,
worst_setup_path,timing.critical_path.fanout_max,29,
global_routing,grt_start_max_net_pins,57,
yosys,synth_chip_area,27400,um^2
timing,final.setup.tns,0,ps
route,post_drt_wl_per_cell,40.9,um
yosys,mean_instance_size_in_the_synthesized_netlist,7.40,um^2
floorplanning,die-area,69600,um^2
cells_and_area,syn_to_final_growth,15.7,%
yosys,synthXorXnorAreaFrac,4.34,%
route,detailroute.wirelength.met3,32200,um
timing,finalHoldViolations,0,
run_status,outcome,"finished, violations left",
clock_network,cts_post_setup_buffers_inserted,0,
global_routing,grt_pass1_wl,267000,um
route,dr_wl_met2,74600,um
yosys,yosys.area_share.adder,3.47,%
clock_network,cts_max_path_buffers,3,
global_routing,first_global_vias,34100,
global_routing,number_of_antenna_violations_at_the_first_check_in_global_routing,21,
floorplanning,fp-row-count,95,
job,max_cap_violations,1,
timing,rsz0062_at_grt,"no",
clock_network,cts_repair_resize_count,0,
yosys,count_of_unique_library_cells_instantiated_by_yosys,90,
timing,timing.final.crit_period,5930,ps
yosys,ys_top_logic_family,"AND-OR/OR-AND gates",
clock_network,clock.latency.late_pin,710,ps
yosys,synth.cell_area,27400,um^2
worst_hold_path,hold_path.class,"reg -> reg",
yosys,muxShareOfSynthArea,0.639,%
run_status,failed_checks,"capacitance limit, slew limit",
timing,final-setup-viol-count,0,
route,totalWireLength,193000,um
worst_setup_path,arrival,6250,ps
place,gp_congestion,1.19,
yosys,edf_count,240,
route,detail-route-antenna-nets,0,
route,vias_after_detailed_routing,36400,
clock_network,cts_made_buffers,29,
floorplanning,io_pins,149,
yosys,synth_sequential_area_ratio,26.3,%
place,dp_hpwl,137000,um
pwr,design_power_total,1.78,mW
job,tool_warnings,72,
yosys,ys_async_sr_fraction,0,%
clock_network,tritoncts_num_sinks,240,
timing,maxSlewHeadroom,-5.98,%
worst_setup_path,crit_required,13320,ps
place,placement.io_buffers,148,
worst_setup_path,startpoint_type,"flip-flop",
floorplanning,fp.dieW,264,um
worst_setup_path,worst_setup_end_kind,"flip-flop",
route,m1WireLength,64400,um
timing,max_freq,169,MHz
route,drt_iter0_markers,6054,
worst_setup_path,worst-setup-path-type,"reg -> reg",
## through the flow
step	hold WS (ps)	setup WS, ps	std cells	util (%)	instance area, um^2
floorplan	446	7120	3709	-	27400
global placement	459	7680	4638	45.4	30700
detailed placement	462	7620	4638	45.4	30700
CTS	485	7580	4691	46.9	31700
global route	494	7150	4693	46.9	31700
finish	484	7070	4709	47.0	31700
## cells by family (layout without fill, tap and decap cells)
family	after synthesis	after routing
AOI/OAI and AO/OA	1254	1254
adders and majority gates	76	76
and+or+nand+nor	1592	1592
xor gates and xnor gates	136	136
buffers and inverters	391	502
DFF	240	240
muxes	17	17
other	1	19
## cells in the final DEF, fill, tap and decap left out, types with 50 or more instances in the layout
cell and count:
sky130_fd_sc_hd__edfxtp_1 240, sky130_fd_sc_hd__ha_1 76, sky130_fd_sc_hd__a211oi_1 53, sky130_fd_sc_hd__a21oi_1 271, sky130_fd_sc_hd__and3_1 50, sky130_fd_sc_hd__inv_1 58
sky130_fd_sc_hd__clkdlybuf4s50_1 148, sky130_fd_sc_hd__o22ai_1 63, sky130_fd_sc_hd__xnor2_1 96, sky130_fd_sc_hd__nand4_1 67, sky130_fd_sc_hd__nand2_1 343, sky130_fd_sc_hd__o211ai_1 60
sky130_fd_sc_hd__buf_4 237, sky130_fd_sc_hd__a31oi_1 80, sky130_fd_sc_hd__nor3_1 141, sky130_fd_sc_hd__or4_1 55, sky130_fd_sc_hd__nor4_1 88, sky130_fd_sc_hd__o21ai_0 252
sky130_fd_sc_hd__nand3_1 180, sky130_fd_sc_hd__nor2_1 397, sky130_fd_sc_hd__and2_1 53
## final cells by class
| type | instances | area (um^2) |
|---|---|---|
| flip-flops and latches | 240 | 7210 |
| well taps | 873 | 1090 |
| clock inverters | 24 | 248 |
| repair buffers | 386 | 3270 |
| multi-input cells | 3078 | 18900 |
| inverters | 63 | 238 |
| clock buffers | 29 | 726 |
| diodes | 16 | 40.0 |
| fillers | 6794 | 35800 |
## synthesized netlist by cell type (39+ instances only)
cell type | number | area share (%)
sky130_fd_sc_hd__edfxtp_1 | 240 | 26
sky130_fd_sc_hd__or4_1 | 55 | 1.5
sky130_fd_sc_hd__o22ai_1 | 63 | 1.4
sky130_fd_sc_hd__a211oi_1 | 53 | 1.5
sky130_fd_sc_hd__buf_1 | 39 | 0.53
sky130_fd_sc_hd__clkbuf_1 | 280 | 3.8
sky130_fd_sc_hd__nor4_1 | 94 | 2.1
sky130_fd_sc_hd__a31oi_1 | 81 | 1.8
sky130_fd_sc_hd__o211ai_1 | 60 | 1.6
sky130_fd_sc_hd__nor3_1 | 142 | 2.6
sky130_fd_sc_hd__nand4_1 | 67 | 1.5
sky130_fd_sc_hd__and3_1 | 58 | 1.3
sky130_fd_sc_hd__o21ai_0 | 253 | 4.6
sky130_fd_sc_hd__xnor2_1 | 96 | 3.1
sky130_fd_sc_hd__nand3_1 | 192 | 3.5
sky130_fd_sc_hd__inv_1 | 59 | 0.81
sky130_fd_sc_hd__a221oi_1 | 43 | 1.4
sky130_fd_sc_hd__xor2_1 | 40 | 1.3
sky130_fd_sc_hd__nand2_1 | 344 | 4.7
sky130_fd_sc_hd__a21oi_1 | 273 | 5.0
sky130_fd_sc_hd__and2_1 | 53 | 1.2
sky130_fd_sc_hd__ha_1 | 76 | 3.5
sky130_fd_sc_hd__nor2_1 | 399 | 5.5
## power breakdown
part           leakage, nW  switching (mW)  internal, mW
sequential            2.28        0.000871         0.841
clock                0.474           0.392         0.488
combinational         7.76          0.0260        0.0274
## layer usage
metal,track usage (%),up-vias
met5,1.04,-
met4,45.3,20
met3,32.1,1247
met2,74.3,3598
met1,66.4,17000
li1,-,14600
## final timing paths
kind                                                  from  slack (ps)                       end  depth (start not counted)
worst max register to register    workingReg[55]$_DFFE_PP_        7070  workingReg[35]$_DFFE_PP_                         10
worst min register to register  tempChar8[1]$_SDFFCE_PN0P_         480        char8[1]$_DFFE_PP_                          0
worst min-delay path            tempChar8[1]$_SDFFCE_PN0P_         480        char8[1]$_DFFE_PP_                          0
worst max-delay path              workingReg[55]$_DFFE_PP_        7070  workingReg[35]$_DFFE_PP_                         10
## critical path, cell delays in order (launching register included)
cell and delay (ps):
sky130_fd_sc_hd__edfxtp_1 650, sky130_fd_sc_hd__or4_1 720, sky130_fd_sc_hd__or4_4 630, sky130_fd_sc_hd__nor2_1 680, sky130_fd_sc_hd__nand4_1 530, sky130_fd_sc_hd__a41oi_1 400
sky130_fd_sc_hd__o2111ai_1 140, sky130_fd_sc_hd__or4_1 750, sky130_fd_sc_hd__o21bai_1 310, sky130_fd_sc_hd__nor2_4 160, sky130_fd_sc_hd__buf_4 530
Power is estimated from default activity; no workload was simulated.
