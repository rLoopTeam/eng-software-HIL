==> flow/design.v <==
`timescale 1ns / 1ps
module LCDI(clk, DIN,W,WADD, dataout, control);
         input clk;
         input [7:0] DIN;
         output [3:0] dataout;
         output [2:0] control;
	 input [4:0] WADD;
	 input W;
	 reg [2:0] sel;
	 reg [25:0] delay;  
	 reg [5:0] state;
	 reg [3:0] dataout;
	 reg [2:0] control;  
	 reg [7:0] DR;
	 reg [4:0] add;
	 reg [7:0] datain;
	 reg R;
	 initial state=0;
	 reg [7:0]LCDRAM[0:31];
	always@(posedge clk)
		if(W)LCDRAM[WADD]<= DIN;
	always@(R,add)
		if(R)datain=LCDRAM[add];
		else datain=0;
	 always @ (posedge clk)
	 begin
	 case(state)
	 0:begin delay <= 750_000; state<= 1;control[2:1] <= 0; control[0] <= 0;   end  
	 1:begin 
	   if(delay==0)begin state <= 2; delay<=12; dataout<= 4'h3; control<=3'h4; end
		else delay <= delay -1; 
		end
	 2:begin if(delay==0)begin delay <= 205_000; state<= 3;control <= 0; end
	   else delay <= delay -1 ; 
		end
	 3:begin 
	   if(delay==0)begin state <= 4; delay<=12; dataout<= 4'h3; control<=3'h4; end
		else delay <= delay -1; 
		end
	 4:begin if(delay==0)begin delay <= 5_000; state<= 5;control <= 0; end
	   else delay <= delay -1 ; 
		end
	 5:begin 
	   if(delay==0)begin state <= 6; delay<=12; dataout<= 4'h3; control<=3'h4; end
		else delay <= delay -1; 
		end
	 6:begin if(delay==0)begin delay <= 2_000; state<= 7;control <= 0; end
	   else delay <= delay -1 ; 
		end
	 7:begin 
	   if(delay==0)begin state <= 8; delay<=12; dataout<= 4'h2; control<=3'h4; end
		else delay <= delay -1; 
		end
	 8:begin if(delay==0)begin delay <= 2_000; state<= 9;control <= 0; end   
	   else delay <= delay -1 ; 
		end
	 9:begin 
	   if(delay==0)begin state <= 10;sel <= 4; end
		else delay <= delay -1; 
		end
	10:begin  
	   case(sel)
			 0: begin state <= 20; delay <= 82_000; end
			 1: begin state <= 11; DR <= 8'h01; end
			 2: begin state <= 11; DR <= 8'h0C; end
			 3: begin state <= 11; DR <= 8'h06; end
			 4: begin state <= 11; DR <= 8'h28; end 		 
	 default: state <= 0 ;
		endcase end
	11:begin state <= 12; control <= 0; dataout <= DR[7:4]; delay <= 2; sel <= sel -1; end
	12:begin if(delay==0)begin delay <= 12; state<= 13; control<=3'h4; end
	         else delay <= delay -1 ;end
	13:begin if(delay==0)begin delay <= 2; state<= 14; control<=0; end
	         else delay <= delay -1 ; end
	14:begin if(delay==0)begin delay <= 50 ; state<= 15; end
	         else delay <= delay -1 ; end
	15:begin if(delay==0)begin state <= 16; control <= 0; dataout <=DR[3:0]; delay <= 2;end
	         else delay <= delay -1 ; end
	16:begin if(delay==0)begin delay <= 12; state<= 17; control<=3'h4; end
	         else delay <= delay -1 ; end
	17:begin if(delay==0)begin delay <= 2; state<= 18; control<=0; end
	         else delay <= delay -1 ; end
	18:begin if(delay==0)begin delay <= 2_000 ; state<= 19; end
	         else delay <= delay -1 ; end
	19:begin if(delay==0)begin state<= 10; end
	         else delay <= delay -1 ; end
	20:begin if(delay==0)begin state<= 21; end
	   else delay <= delay -1 ; 
		end
	21:begin state <= 22;add <= 0;R <=1; end
	22:begin state <= 23; if(add==0)DR <=8'h80;else DR<=8'hC0;  end 
	23:begin state <= 24; control <= 0; dataout <= DR[7:4]; delay <= 2;end
	24:begin if(delay==0)begin delay <= 12; state<= 25; control<=3'h4; end
	         else delay <= delay -1 ;end
	25:begin if(delay==0)begin delay <= 2; state<= 26; control<=0; end
	         else delay <= delay -1 ; end
	26:begin if(delay==0)begin delay <= 50 ; state<= 27; end
	         else delay <= delay -1 ; end
	27:begin if(delay==0)begin state <= 28; control <= 0; dataout <=DR[3:0]; delay <= 2;end
	         else delay <= delay -1 ; end
	28:begin if(delay==0)begin delay <= 12; state<= 29; control<=3'h4; end
	         else delay <= delay -1 ; end
	29:begin if(delay==0)begin delay <= 2; state<= 30; control<=0; end
	         else delay <= delay -1 ; end
	30:begin if(delay==0)begin delay <= 2_000 ; state<= 31; end
	         else delay <= delay -1 ; end
	31:begin if(delay==0)begin state<= 32; end
	         else delay <= delay -1 ; end
	32:begin state <= 33; DR <= datain; add<= add+1; end
	33:begin state <= 34; control <= 3'b010; dataout <= DR[7:4]; delay <= 2; if(add==32)add<=0;end
	34:begin if(delay==0)begin delay <= 12; state<= 35; control<=3'b110; end
	         else delay <= delay -1 ;end
	35:begin if(delay==0)begin delay <= 2; state<= 36; control<=3'b010; end
	         else delay <= delay -1 ; end
	36:begin if(delay==0)begin delay <= 50 ; state<= 37;control<=0; end
	         else delay <= delay -1 ; end
	37:begin if(delay==0)begin state <= 38; control <= 3'b010; dataout <=DR[3:0]; delay <= 2;end
	         else delay <= delay -1 ; end
	38:begin if(delay==0)begin delay <= 12; state<= 39; control<=3'b110; end
	         else delay <= delay -1 ; end
	39:begin if(delay==0)begin delay <= 2; state<= 40; control<=3'b010; end
	         else delay <= delay -1 ; end
	40:begin if(delay==0)begin delay <= 2_000 ; state<= 41;control<=0; end
	         else delay <= delay -1 ; end
	41:begin if(delay==0)begin if(add==0 | add==16)state<= 42;else state<= 32;  end
	         else delay <= delay -1 ; end
	42:begin if(add==0)begin state <= 43; delay <= 1_000_000;end else state<=22; end
        43:begin if(delay==0)begin state<= 22; end
	         else delay <= delay -1 ; end	
	default: state <= 0;
	endcase
	 end
endmodule
==> flow/run.sh <==
#!/bin/bash
# OpenROAD 26Q1-2900-gdf79404cd8, Yosys 0.63+post, stock flow scripts
make -C /OpenROAD-flow-scripts/flow DESIGN_CONFIG=/design/flow/config.mk WORK_HOME=/design/flow/orfs finish
==> flow/config.mk <==
export PLATFORM = sky130hd
export DESIGN_NAME = LCDI
export DESIGN_NICKNAME = LCDI
export VERILOG_FILES = /design/flow/design.v
export SDC_FILE = /design/flow/constraint.sdc
export NUM_CORES = 4
export LEC_CHECK = 1
export CORE_UTILIZATION = 50
==> flow/constraint.sdc <==
current_design LCDI

set clk_period 8.5
set clk_io_pct 0.2

create_clock -name clk0 -period $clk_period [get_ports {clk}]

set non_clock_inputs [all_inputs -no_clocks]
set_input_delay [expr $clk_period * $clk_io_pct] -clock clk0 $non_clock_inputs
set_output_delay [expr $clk_period * $clk_io_pct] -clock clk0 [all_outputs]
==> job_summary.md <==
## Implementation flow summary

| Metric | Value |
|---|---|
| Status | `finished clean` |
| Layout cells sized above 1 | `0.1750` |
| Fin util | `0.5712` |
| Clock sink total | `315` |
| Yosys cell count | `942` |
| Setup bufs post-CTS | `0` |
| Synth Seq Share | `0.6597` |
| CTS HTree Levels | `2` |
| CP max stage delay | `0.67 ns` |
| Area Growth Syn to Fin | `11.87%` |
| PD cells | `201.3 nW/um^2` |
| RSZ-0062 raised after global routing | `false` |
| PortBufs | `20` |
| Final Hold Viols | `0` |
| Final worst path period share | `0.3974` |
| YS warnings | `1` |
| # diodes | `0` |
| Combinational fraction of design power | `0.017` |
| GRT Resource Usage Total | `0.2736` |
| First-pass GRT wire length | `52.94 mm` |
| Die Span Y | `170.9 um` |
| Fmax | `0.2961 GHz` |
| Max Slew Vio Count | `0` |
| Library cells used by synthesis | `73` |
| Worst Path Required | `8.65 ns` |
| EDFF count, synth | `310` |
| CTS Root Cell | `clkbuf_16` |
| Slowest cell on the critical path | `nor2_1` |
| Via/cell ratio | `6.261` |
| Overall power | `3.212 mW` |
| Number of gates resized after CTS | `0` |
| Die width | `170.9 um` |
| Area of the core | `27930 um^2` |
| Clk latency late pin | `0.52 ns` |
| Clk slew on worst S/H paths | `0.06 ns` |
| Ports | `22` |
| Worst-Margin Slew | `0.7793 ns` |
| Initial antenna violation count | `1` |
| Ys flops | `315` |
| Buf+Inv Stages, Crit Path | `1` |
| Mapped Cells | `942` |
| Relative slew slack | `0.4786` |
| TritonCTS clock tree | `yes` |
| CP Capture Type | `register` |
| Minimum clock period | `3.378 ns` |
| Drt total wl | `33.97 mm` |
| Arrival time worst endpoint | `3.53 ns` |
| Critical path's top delay family | `simple AND/OR/NAND/NOR gates` |
| Max IR drop VDD | `0.1520 mV` |
| Post-Route Setup TNS | `0 ns` |
| Clock power frac | `0.447` |
| Largest net degree at the start of global routing | `46` |
| TritonCTS Buffers | `34` |
| Netlist area before placement | `14260 um^2` |
| Syn Area/Cell | `15.14 um^2` |
| Internal Pwr Total | `2.576 mW` |
| Async set-reset flop share out of synthesis | `0` |
| Post-DP HPWL | `22.10 mm` |
| Iter 0 DRT Violations | `888` |
| Top_reg_cell synth | `edfxtp_1` |
| Type of origin of the critical path | `primary input` |
| Remaining Overflow, GRT | `0` |
| Via count | `8521` |
| Switching pwr | `0.6356 mW` |
| Tool Warnings | `32` |
| YS chip area | `14260 um^2` |
| Worst Skew | `0.02558 ns` |
| RePlAce Congestion | `0.9589` |
| Final antenna-violating net count | `0` |
| Sw Share | `0.1979` |
| Register share of total power | `0.536` |
| DR pass1 iterations | `5` |
| Wirelength per Cell | `24.96 um` |
| Pre-Place Util | `0.5106` |
| Number of max-cap violations | `0` |
| Leakage | `4.971 nW` |
| WS Path Type | `in2reg` |
| # rows | `61` |
| Type of the tightest min-delay check | `reg2reg` |
| DRC violation count after routing | `0` |
| Max clock buf depth | `3` |
| Endpoints failing setup | `0` |
| # hold bufs at CTS | `0` |
| Vias in the first global route | `9025` |
| Critical Path Fanout Max | `8` |
| Crit-path cells | `clkdlybuf4s50_1, or3b_2, nor2_1` |
| Die Area | `29210 um^2` |
==> path summary, 6_finish.rpt <==
| kind | slack, ns | cells past startpoint | from | endpoint |
|---|---|---|---|---|
| max | 5.12 | 3 | W | LCDRAM[0][1] |
| min | 0.53 | 1 | add[4] | register |
| max reg2reg | 5.31 | 7 | register | DR[3] |
| min reg2reg | 0.53 | 1 | add[4] | register |
==> cells in the mapped netlist, drive strengths merged (9+ instances only) <==
cell type	instances	area, um^2
nor2b	9	56.30
xnor2	9	78.83
ha	11	137.6
edfxtp	310	9309
nand3b	10	75.07
inv	16	60.05
nand2	42	162.6
o21ai	35	175.2
o211ai	15	117.6
mux2i	14	140.1
nor2	94	352.8
nand2b	15	93.84
xor2	17	148.9
a21oi	38	190.2
nand3	32	160.2
nor3	14	70.07
mux4	70	1577
clkbuf	37	138.9
buf	21	101.3
==> through the flow <==
step                      cells  hold WS [ns]  cell area, um^2  worst slack [ns]
final                      1361        0.5326            15960             5.122
after global placement     1302        0.5223            14860             4.637
after CTS                  1361        0.5396            15960             5.145
after detailed placement   1302        0.5298            14860             4.577
after global routing       1361        0.5714            15960             5.030
after floorplan             942        0.4914            14260             4.792
==> cell usage in the layout (no fill, tap or decap), types with 9 or more instances in the layout <==
master             n
o211ai_1          14
nand3_1           32
nor3_1            13
xnor2_1            9
nor2_1            94
mux2i_1           14
nand2b_1          15
edfxtp_1         310
ha_1              11
nand3b_1          10
buf_4             20
nor2b_1            9
o21ai_0           32
nand2_1           40
clkdlybuf4s50_1   20
mux4_2            70
clkbuf_16         34
a21oi_1           38
inv_1             15
xor2_1            17
==> layer usage <==
layer | track usage | wire, um | up-vias
li1 | - | - | 3766
met1 | 0.3857 | 12330 | 4170
met2 | 0.4114 | 16630 | 496
met3 | 0.1406 | 3855 | 87
met4 | 0.07104 | 1134 | 2
met5 | 0 | 12 | -
==> area by class of cell <==
| class | instances | area (um^2) |
|---|---|---|
| repair buffers | 40 | 350.3 |
| clock buffers | 40 | 883.3 |
| clock inverters | 19 | 215.2 |
| multi-input cells | 551 | 4551 |
| fillers | 2156 | 11980 |
| flip-flops and latches | 315 | 9415 |
| well taps | 378 | 473.0 |
| inverters | 18 | 67.56 |
==> power by group through the flow <==
stage | combinational (mW) | sequential [mW] | clock [mW]
final | 0.0540 | 1.72 | 1.44
after CTS | 0.0547 | 1.72 | 1.47
after global routing | 0.0590 | 1.72 | 1.52
==> registers in the layout, summed over array words and instances (netlist names), named ones only <==
signal / flops
DR: 8
LCDRAM: 256
delay: 26
control: 2
dataout: 4
sel: 3
state: 6
add: 5
==> kinds of logic after synthesis <==
group           after synthesis  synth area share
compound gates              159           0.07360
xor+xnor                     26           0.01597
fa+ha+maj                    11          0.009650
buf+inv                      76           0.02158
flops                       315            0.6597
mux                          90            0.1251
other cells                   1         0.0002629
simple gates                264           0.09413
Power is estimated from default activity; no workload was simulated.
