$ cat flow/config.mk
export PLATFORM = sky130hd
export DESIGN_NAME = reflectSensors
export DESIGN_NICKNAME = reflectSensors
export VERILOG_FILES = /design/flow/design.v
export SDC_FILE = /design/flow/constraint.sdc
export NUM_CORES = 4
export LEC_CHECK = 1
export CORE_UTILIZATION = 50
$ cat flow/design.v
`timescale 1ns / 1ps
module reflectSensors(
    input [63:0] position,
    input clk,
    output reg reflectF,
    output reg reflectM,
    output reg reflectR
    );
	reg [63:0] FIRST_STRIPE = 64'd15240000000;
	reg [63:0] ONE_HUNDRED_FEET = 64'd30480000000;
	reg [63:0] MIDDLE_SENSOR = 64'd914400000;
	reg [63:0] REAR_SENSOR = 64'd1828800000;
	reg [63:0] FOUR_INCHES = 64'd101600000;
	 reg [64:0] tempPosition = 0;
	 reg [7:0] divideState = 0;
	 reg [63:0] frontPos = 64'd0;
	 reg [63:0] middlePos = 64'd0;
	 reg [63:0] rearPos = 64'd0;
	always @(posedge clk)
	begin
		case(divideState)
			0: begin frontPos <= position; middlePos <= position - MIDDLE_SENSOR; rearPos <= position - REAR_SENSOR; divideState<=divideState+1; end
			1: begin
				if(frontPos >= ONE_HUNDRED_FEET)
					frontPos <= frontPos - ONE_HUNDRED_FEET;
				if(middlePos >= ONE_HUNDRED_FEET)
					middlePos <= middlePos - ONE_HUNDRED_FEET;
				if(rearPos >= ONE_HUNDRED_FEET)
					rearPos <= rearPos - ONE_HUNDRED_FEET;
				if(frontPos < ONE_HUNDRED_FEET && middlePos < ONE_HUNDRED_FEET && rearPos < ONE_HUNDRED_FEET)
					divideState <= divideState + 1;
				end
			2: begin
				if(frontPos < FOUR_INCHES)
					reflectF <= 1;
				else
					reflectF <= 0;
				if(middlePos < FOUR_INCHES)
					reflectM <= 1;
				else
					reflectM <= 0;
				if(rearPos < FOUR_INCHES)
					reflectR <= 1;
				else
					reflectR <= 0;
				divideState <= 0;
				end
		endcase
	end
endmodule
$ cat flow/run.sh
#!/bin/bash
# OpenROAD 26Q1-2900-gdf79404cd8, Yosys 0.63+post, stock flow scripts
make -C /OpenROAD-flow-scripts/flow DESIGN_CONFIG=/design/flow/config.mk WORK_HOME=/design/flow/orfs finish
$ cat flow/constraint.sdc
current_design reflectSensors

set clk_period 15.0
set clk_io_pct 0.2

create_clock -name clk0 -period $clk_period [get_ports {clk}]

set non_clock_inputs [all_inputs -no_clocks]
set_input_delay [expr $clk_period * $clk_io_pct] -clock clk0 $non_clock_inputs
set_output_delay [expr $clk_period * $clk_io_pct] -clock clk0 [all_outputs]
==> impl_table.tex <==
% Auto-generated results table
\begin{tabular}{lr}
\hline
Metric & Value \\
\hline
\multicolumn{2}{l}{\textbf{Status}} \\
Outcome & completed \\
\multicolumn{2}{l}{\textbf{Placed design}} \\
Weighted congestion reported at the end of routability-driven placement & 0.954 \\
Number of cells after detailed placement & 1878 \\
Number of port buffers & 67 \\
Post-DP Area & 14700 µm² \\
Dpl hpwl & 30300 µm \\
\multicolumn{2}{l}{\textbf{Hold path}} \\
Path category of the worst min-delay check & reg -> reg \\
Origin of the worst min-delay path & divideState[7] \\
WHS Path Cells & 1 \\
End point of the worst hold path & divideState[7] \\
\multicolumn{2}{l}{\textbf{Clock tree}} \\
Clock buffers created by TritonCTS & 17 \\
Number of hold buffers added after cts & 0 \\
Post-CTS Resized & 0 \\
TritonCTS clock tree & done \\
Total number of clock tree sinks & 186 \\
Insertion delay of the later-clocked pin in the worst-skew pair & 450 ps \\
Register clock-pin slew on the reported worst setup and hold paths & 80 ps \\
CTS HTree Levels & 4 \\
Maximum clock path buffer count & 2 \\
Count of buffers added by post-CTS timing repair for setup & 0 \\
Root buf cell & sky130\_fd\_sc\_hd\_\_clkbuf\_16 \\
\multicolumn{2}{l}{\textbf{Yosys}} \\
Share of async-settable or async-resettable flops after synthesis & 0\% \\
Library cell occupying the most area in the post-synthesis netlist & sky130\_fd\_sc\_hd\_\_edfxtp\_1 \\
Number of enable-type register cells in the synthesized netlist & 186 \\
Cells after Synth & 1535 \\
Post-synthesis instance area & 13700 µm² \\
Mean instance size in the synthesized netlist & 8.95 µm² \\
Commonest cells in the netlist & 186 x sky130\_fd\_sc\_hd\_\_edfxtp\_1, 157 x sky130\_fd\_sc\_hd\_\_nand2\_1, 150 x sky130\_fd\_sc\_hd\_\_nor2\_1 \\
Top cells by area in the synthesized netlist & sky130\_fd\_sc\_hd\_\_edfxtp\_1 41\%, sky130\_fd\_sc\_hd\_\_xnor2\_1 8.1\%, sky130\_fd\_sc\_hd\_\_xor2\_1 6.1\% \\
Yosys Instances & 1535 \\
Count of state elements after synthesis & 186 \\
Synth Seq Share & 40.7\% \\
Synthesis Warnings & 1 \\
Share of the synthesized area in the top cell type & 40.7\% \\
Dominant Register Cell & sky130\_fd\_sc\_hd\_\_edfxtp\_1 \\
Yosys Chip Area & 13700 µm² \\
Most common cell in the netlist & sky130\_fd\_sc\_hd\_\_edfxtp\_1 \\
Unique cell type count in the Yosys netlist & 70 \\
\multicolumn{2}{l}{\textbf{Flow run}} \\
Tool warnings & 38 \\
Maximum Capacitance Violations & 0 \\
\multicolumn{2}{l}{\textbf{Drt}} \\
Drt total wl & 40700 µm \\
Vias & 11.6k \\
Post-route DRC & 0 \\
Starting DRC count in detailed routing & 836 \\
Antenna Diode Count & 0 \\
Routed Antenna Nets & 0 \\
First drt pass iteration count & 5 \\
Via density per instance & 6.06 \\
Final routed wire length divided by cell count & 21.3 µm \\
\multicolumn{2}{l}{\textbf{GRT}} \\
GR Overflow Total & 0 \\
Initial antenna violation count & 0 \\
Via count of the first global-routing pass & 10.9k \\
Global-route usage over all layers & 31.2\% \\
Pin count of the biggest net entering global routing & 82 \\
Wire length of the first global-routing pass & 63200 µm \\
\multicolumn{2}{l}{\textbf{Setup path}} \\
R2R Setup Slk & 11390 ps \\
Critical Path, Cell by Cell & clkdlybuf4s50\_1 -> inv\_1 -> ha\_1 -> a21oi\_1 -> a31oi\_1 -> o311a\_1 -> nor4\_2 -> a21oi\_1 -> a211o\_1 \\
Crit-path slowest cell & sky130\_fd\_sc\_hd\_\_nor4\_2 \\
Most Frequent Cell on Critical Path & sky130\_fd\_sc\_hd\_\_a21oi\_1 \\
Buf/Inv on CP & 2 \\
CP startpoint kind & primary input \\
Start of the worst register-to-register path & middlePos[10] \\
Slowest stage delay, CP & 670 ps \\
Path type of the worst setup path & in -> reg \\
Crit path capture type & flop \\
Worst Path Required & 15200 ps \\
Worst reg2reg endpoint & middlePos[38] \\
Depth of the worst register-to-register path & 10 \\
Critical path data arrival time & 6030 ps \\
Highest net fanout along the worst path & 9 \\
Critical path's top delay family & AND-OR/OR-AND gates \\
\multicolumn{2}{l}{\textbf{Power and ir drop}} \\
IR Drop Worst-Case VDD & 0.0707 mV \\
Power density cells & 74.1 nW/µm² \\
Total power & 1.13 mW \\
Static leakage power & 4.79 nW \\
\multicolumn{2}{l}{\textbf{Timing}} \\
Final setup violation count & 0 \\
Final clock period utilization by the worst path & 38.9\% \\
Max-slew violation count & 0 \\
RSZ-0062 raised after global routing & false \\
Number of endpoints with negative hold slack in the final report & 0 \\
Shortest period the worst path allows & 5830 ps \\
Actual slew at the worst max-slew pin & 1140 ps \\
Worst Skew & 18.0 ps \\
Slew headroom & 23.6\% \\
Max Fclk & 172 MHz \\
Total Negative Setup Slacks & 0 ps \\
\multicolumn{2}{l}{\textbf{Finish}} \\
Share of the core filled with cells & 56.7\% \\
Filler cell count & 2355 \\
Proportion of layout cells with a drive suffix above 1 & 5.04\% \\
Final cell count without fillers & 1910 \\
Layout Cell Area excl Fill & 15300 µm² \\
Area added between synthesis and finish & 11.2\% \\
\multicolumn{2}{l}{\textbf{Floorplanning}} \\
Die Ht & 168 µm \\
Total die size & 28100 µm² \\
Std-Cell Rows & 60 \\
Initial Utilization & 51.0\% \\
Ports placed on the boundary & 68 \\
X dimension of the die & 168 µm \\
Floorplan Core Area & 27000 µm² \\
\hline
\end{tabular}
-- worst register-to-register path: stages (launching register included) --
cell and delay (ps):
sky130_fd_sc_hd__edfxtp_1 430, sky130_fd_sc_hd__inv_1 80, sky130_fd_sc_hd__ha_1 210, sky130_fd_sc_hd__nand2b_1 170, sky130_fd_sc_hd__nor2b_1 370, sky130_fd_sc_hd__a21oi_1 280, sky130_fd_sc_hd__o21a_1 330, sky130_fd_sc_hd__nand2_1 110
sky130_fd_sc_hd__a21oi_1 70, sky130_fd_sc_hd__o21ai_4 680, sky130_fd_sc_hd__buf_4 520
-- logic make-up after synthesis --
| family | share of synthesized area (%) |
|---|---|
| AND-OR/OR-AND | 13.3 |
| XOR/XNOR | 14.2 |
| adder cells (fa/ha/maj) | 1.73 |
| buffers and inverters | 2.94 |
| flip-flops | 40.7 |
| multiplexers | 2.19 |
| AND/OR/NAND/NOR | 25.1 |
-- metal layers --
| metal | wire [µm] | up-vias | GRT usage, % |
|---|---|---|---|
| li1 | - | 5677 | - |
| met1 | 18600 | 5426 | 50.2 |
| met2 | 16900 | 439 | 42.8 |
| met3 | 4560 | 35 | 12.5 |
| met4 | 648 | 0 | 4.07 |
| met5 | 0 | - | 0 |
-- layout make-up --
cell class	instances	area [µm²]	area share [%]
multi-input combinational	1245	7790	51.0
sequential	186	5590	36.6
timing repair buffer	85	806	5.28
tap	341	427	2.79
clock buffer	17	425	2.79
clock inverter	15	158	1.03
inverter	21	78.8	0.516
-- how the worst max path moves through the flow --
| stage | slack, ps | startpoint | depth (start not counted) | endpoint |
|---|---|---|---|---|
| after CTS | 9220 | position[10] | 9 | middlePos[61] |
| after global routing | 8990 | position[9] | 10 | middlePos[52] |
| final | 9170 | position[10] | 9 | middlePos[53] |
-- metrics by stage --
step                      hold slack, ps  setup slack, ps
after floorplan                      541             8760
after global routing                 610             8990
final                                589             9170
after detailed placement             576             8770
after global placement               579             8750
after CTS                            597             9220
-- report_power, final --
part           switching [mW]  leakage (nW)  internal, mW
clock                   0.218         0.285         0.236
combinational          0.0621          2.86        0.0425
sequential                  0          1.64         0.572
-- placed cells by master (no fill, tap or decap), types with 9 or more instances in the layout --
| master | n |
|---|---|
| sky130_fd_sc_hd__edfxtp_1 | 186 |
| sky130_fd_sc_hd__nand2_1 | 156 |
| sky130_fd_sc_hd__nor2_1 | 150 |
| sky130_fd_sc_hd__xnor2_1 | 127 |
| sky130_fd_sc_hd__o21ai_0 | 114 |
| sky130_fd_sc_hd__xor2_1 | 95 |
| sky130_fd_sc_hd__nor3_1 | 89 |
| sky130_fd_sc_hd__a21oi_1 | 73 |
| sky130_fd_sc_hd__clkdlybuf4s50_1 | 67 |
| sky130_fd_sc_hd__nor4_1 | 53 |
| sky130_fd_sc_hd__nand3_1 | 40 |
| sky130_fd_sc_hd__or3_1 | 32 |
| sky130_fd_sc_hd__mux2i_1 | 30 |
| sky130_fd_sc_hd__or4_1 | 28 |
| sky130_fd_sc_hd__inv_1 | 21 |
| sky130_fd_sc_hd__nand2b_1 | 20 |
| sky130_fd_sc_hd__and2_1 | 19 |
| sky130_fd_sc_hd__ha_1 | 19 |
| sky130_fd_sc_hd__buf_4 | 18 |
| sky130_fd_sc_hd__a31oi_1 | 17 |
| sky130_fd_sc_hd__clkbuf_16 | 17 |
| sky130_fd_sc_hd__nor2b_1 | 16 |
| sky130_fd_sc_hd__and3_1 | 15 |
| sky130_fd_sc_hd__nand4_1 | 12 |
| sky130_fd_sc_hd__or2_2 | 10 |
| sky130_fd_sc_hd__a211o_1 | 10 |
| sky130_fd_sc_hd__o41ai_1 | 9 |
| sky130_fd_sc_hd__o21a_1 | 9 |
-- state kept, by name, summed over array words and instances, names as in the netlist --
name         flops
frontPos        64
middlePos       56
rearPos         55
divideState      8
reflectF         1
reflectM         1
reflectR         1
Power figures rest on the tool's default switching activity, not on a simulated workload.
